==> design.v <==
`timescale 1ns / 1ps
module simon2share(clk, data_ina, data_inb, data_rdy, cipher_out, Done, Trig);
input clk;
input data_ina, data_inb;
input [1:0] data_rdy;
output [127:0] cipher_out;
output reg Done, Trig;
reg [7:0] counter;
wire [63:0] keya, keyb;
always@(posedge clk)
begin
	if(data_rdy==0) begin
		counter <= 0;
	end
	else if(data_rdy ==3) begin			
		counter <= counter + 1;
	end
end
always @(posedge clk) begin
	if (counter == 1)  
		Trig <= 1;
	else
		Trig <= 0;
	if(data_rdy == 3 && (counter == 134))
		Done <= 1;			
	else
		Done <= 0;
end
p_datapath mydatapath(.clk(clk), .counter(counter), 
							 .data_ina(data_ina), .data_inb(data_inb),
							 .data_rdy(data_rdy), 
							 .key_ina(keya), .key_inb(keyb), 
							 .cipher_out(cipher_out));
p_keysch10 mykeysch_a(.clk(clk), .counter(counter), 
							 .data_in(data_ina), .data_rdy(data_rdy), .key_out(keya));
p_keysch11 mykeysch_b(.clk(clk), .counter(counter), 
							 .data_in(data_inb), .data_rdy(data_rdy), .key_out(keyb));						 
endmodule
module p_datapath
	(clk, counter, data_ina, data_inb, data_rdy,key_ina, key_inb, cipher_out);
input clk, data_ina, data_inb;
input [1:0] data_rdy;
input [7:0] counter;
input [63:0] key_ina, key_inb;	
output [127:0] cipher_out;
wire [63:0] Xout_a, Xout_b, Yout_a, Yout_b;
data_share2 share_a(.clk(clk), .data_rdy(data_rdy), .counter(counter[0]), .data_in(data_ina), 
						 .key_in(key_ina), .X_out(Xout_a), .Y_out(Yout_a), .Y_in(Yout_b));				 
data_share2 share_b(.clk(clk), .data_rdy(data_rdy), .counter(counter[0]), .data_in(data_inb), 
						 .key_in(key_inb), .X_out(Xout_b), .Y_out(Yout_b), .Y_in(Yout_a));
wire [127:0] res1, res2;
reg sel1, sel2;
always @(*) begin
	if (134 <= counter) begin
		sel1 <= 1;
		sel2 <= 1;
	end
	else begin		
		sel1 <= 0;
		sel2 <= 0;
	end
end
quick_mux_128 SHARE_A_OUT_MUX_128( .in1({Xout_a, Yout_a}), .in2(128'd0), .out(res1), .sel(sel1) );
quick_mux_128 SHARE_B_OUT_MUX_128( .in1({Xout_b, Yout_b}), .in2(128'd0), .out(res2), .sel(sel2) );
assign cipher_out = res1 ^ res2;
endmodule  
module data_share2(clk, data_rdy, counter, data_in,key_in, X_out, Y_out, Y_in);
input clk, counter, data_in;
input [63:0] key_in;
input [1:0] data_rdy;	
input [63:0] Y_in;
output [63:0] X_out, Y_out;
reg [63:0] X, Y;
wire [63:0] XL1_1, XL2_1, XL8_1;
assign XL1_1 = {X[62:0], X[63]}; 
assign XL2_1 = {X[61:0], X[63:62]}; 
assign XL8_1 = {X[55:0], X[63:56]}; 
wire [63:0] YL1_1, YL8_2;
assign YL1_1 = {Y[62:0], Y[63]}; 
assign YL8_2 = {Y_in[55:0], Y_in[63:56]}; 
wire [63:0] sout1, sout2;
sub1 s1(Y, XL2_1, XL8_1, XL1_1, sout1);
sub1 s2(X, key_in, YL1_1, YL8_2, sout2);
always@(posedge clk)
begin
   if(data_rdy ==1) begin
		{X, Y} <= {data_in, X, Y[63:1]};
	end
	else if(data_rdy ==3) begin			
		if (counter == 1'b0) begin							
			X <= sout1 ;
			Y <= X;
		end
		else begin
			X <= sout2;
		end
	end
end
assign X_out = X;
assign Y_out = Y;
endmodule
module quick_mux_128(in1, in2, out, sel);
input [127:0] in1,in2;
input sel;
output [127:0] out;
assign out = sel?(in1):in2;
endmodule	
module p_keysch10(clk, counter, data_in, data_rdy, key_out);
input clk, data_in;
input [1:0] data_rdy;
input [7:0] counter;
output [63:0] key_out;
reg [63:0] KX, KY;
reg [0:67] Z = 68'b10101111011100000011010010011000101000010001111110010110110011101011;
reg [63:0] c = 64'hfffffffffffffffc;
always@(posedge clk)
begin
	if(data_rdy == 2) begin
		{KX, KY} <= {data_in, KX, KY[63:1]};
	end
	else if(data_rdy == 3) begin
		if(counter[0] == 1'b1) begin
			KX <= c ^ Z[counter[7:1]] ^ KY ^ {KX[2:0],KX[63:3]} ^ {KX[3:0],KX[63:4]};
			KY <= KX;
		end
	end
end
assign key_out = KY ;
endmodule
module p_keysch11(clk, counter, data_in, data_rdy, key_out);
input clk, data_in;
input [1:0] data_rdy;
input [7:0] counter;
output [63:0] key_out;
reg [63:0] KX, KY;
always@(posedge clk)
begin
	if(data_rdy ==2) begin
		{KX, KY} <= {data_in, KX, KY[63:1]};
	end
	else if(data_rdy ==3) begin
		if(counter[0] == 1'b1) begin
			KX <= KY ^ {KX[2:0],KX[63:3]} ^ {KX[3:0],KX[63:4]};
			KY <= KX;
		end
	end
end
assign key_out = KY ;
endmodule
module sub1(i1, i2, i3, i4, o1);
input [63:0] i1, i2, i3, i4;
output [63:0] o1;
wire [63:0] andout;
and4 a1(i3[3:0], i4[3:0], andout[3:0]);
and4 a2(i3[7:4], i4[7:4], andout[7:4]);
and4 a3(i3[11:8], i4[11:8], andout[11:8]);
and4 a4(i3[15:12], i4[15:12], andout[15:12]);
and4 a5(i3[19:16], i4[19:16], andout[19:16]);
and4 a6(i3[23:20], i4[23:20], andout[23:20]);
and4 a7(i3[27:24], i4[27:24], andout[27:24]);
and4 a8(i3[31:28], i4[31:28], andout[31:28]);
and4 a9(i3[35:32], i4[35:32], andout[35:32]);
and4 a10(i3[39:36], i4[39:36], andout[39:36]);
and4 a11(i3[43:40], i4[43:40], andout[43:40]);
and4 a12(i3[47:44], i4[47:44], andout[47:44]);
and4 a13(i3[51:48], i4[51:48], andout[51:48]);
and4 a14(i3[55:52], i4[55:52], andout[55:52]);
and4 a15(i3[59:56], i4[59:56], andout[59:56]);
and4 a16(i3[63:60], i4[63:60], andout[63:60]);
assign o1 = i1 ^ i2 ^ andout;
endmodule
module and4(a1, a2, andout);
input [3:0] a1,a2;
output [3:0] andout;
assign andout = a1 & a2;
endmodule
==> run.sh <==
#!/bin/bash
# OpenROAD 26Q1-2900-gdf79404cd8, Yosys 0.63+post, stock flow scripts
make -C /OpenROAD-flow-scripts/flow DESIGN_CONFIG=/design/flow/config.mk WORK_HOME=/design/flow/orfs finish
==> config.mk <==
export PLATFORM = sky130hd
export DESIGN_NAME = simon2share
export DESIGN_NICKNAME = simon2share
export VERILOG_FILES = /design/flow/design.v
export SDC_FILE = /design/flow/constraint.sdc
export NUM_CORES = 4
export LEC_CHECK = 1
export CORE_UTILIZATION = 50
==> constraint.sdc <==
current_design simon2share

set clk_period 28.6
set clk_io_pct 0.2

create_clock -name clk0 -period $clk_period [get_ports {clk}]

set non_clock_inputs [all_inputs -no_clocks]
set_input_delay [expr $clk_period * $clk_io_pct] -clock clk0 $non_clock_inputs
set_output_delay [expr $clk_period * $clk_io_pct] -clock clk0 [all_outputs]
==> CHANGELOG.md <==
## Implementation

* Post-route cell area at 36300 um2
* H-tree depth at 2
* Layout Utilization at 55.9%
* First-pass iteration count of the detailed router at 5
* FF-to-FF setup slack at 25.24 ns
* Core Density at Floorplan at 50.9%
* Asr flop ratio synth at 0%
* Core area at 64800 um2
* Total leakage power at 13.2 nW
* Ys cells at 3744
* Crit-path cells: inv_1 > ha_1 > o21ai_0 > nand2_1 > nand2_4 > buf_4 > nor2_1 > clkdlybuf4s50_1
* First-pass GRT wire length at 141000 um
* Postcts setup bufs at 0
* Final worst path period share at 33.8%
* DRC at 0
* Status: completed
* Worst Setup SP: counter[0]$_SDFFE_PN0P_
* Vias in the first global route at 23700
* YS chip area at 33000 um2
* Overall power at 2.83 mW
* Tool Warnings at 28
* Peak supply drop at 53.2 uV
* Clock slew at reported path FFs at 0.06 ns
* Cell area power density at 78.1 nW/um2
* Root Buffer: clkbuf_16
* TritonCTS clock tree: done
* Worst Setup Start Kind: flip-flop
* Synth cell count leaders: nand2_1, xnor2_1, edfxtp_1
* Tot GR Track Use at 29.2%
* Remaining antenna violation count at 0
* Final max-slew violation count at 0
* Synth warnings at 5
* Finished Layout Cells at 4566
* Seq/Total Area, Yosys at 47.2%
* Syn Area/Cell at 8.81 um2
* Die height at 259 um
* Clk sink count at 522
* Share of layout cells above drive strength 1 at 3.05%
* Total grt overflow at 0
* Critical path peak fanout at 67
* Netlist cell types at 48
* Most common cell in the synthesized netlist: nand2_1
* ANT cells at 0
* Area of the die at 67000 um2
* Worst-Margin Slew at 0.826 ns
* Count of library flops with an enable pin at 512
* CP max stage delay at 0.71 ns
* WP data arrival at 3.96 ns
* Routability cong. at 0.932
* Slack of the critical path at 18.92 ns
* Crit. End Element: primary output
* RSZ-0062 raised after global routing: no
* CTS max path bufs at 3
* Post-DP HPWL at 61500 um
* Main flop type: edfxtp_1
* Largest cells by area: edfxtp_1, xnor2_1, nand2_1
* Area after DPL at 34500 um2
* Syn Std Cell Area at 33000 um2
* Worst reg2reg startpoint: counter[0]$_SDFFE_PN0P_
* Largest net degree at the start of global routing at 90
* Synthesized instance count at 3744
* Top-area cell share at 46.6%
* Hold Startpoint: mykeysch_b.KY[60]$_DFFE_PP_
* Cts hold-fix bufs at 0
* Worst slew margin relative to its limit at 44.9%
* Via count at 24800
* Placed Cells at 4462
* Critical path class: flip-flop to primary output
* Hold Worst Slack at 0.612 ns
* Critical R2R Capture: mykeysch_a.KY[49]$_DFFE_PP_
* Clock Skew at 0.0176 ns
* Vias per inst at 5.43
* Row count at 93
* Crit path DRT at 22.88 ns
* Hold crit path type: flip-flop to flip-flop
* Setup TNS at 0 ns
* Minimum clock period at 9.68 ns
* Yosys top cell by area: edfxtp_1
* Synthesis-stage register bit count at 522
* Final hold viol count at 0
* Inserted Clock Buffers at 59
* Insertion Delay late pin at 0.63 ns
* # port buffers at 134
* Setup-failing EPs final at 0
* Initial antenna violation count at 0
* Initial DRC count at 2099
* Worst Setup EP: cipher_out[95]
* Io pins at 135
* Drt total wl at 90300 um
* Critical-path top delay cell: dfxtp_4
* Cts repair resizes at 0
* Routed len/inst at 19.8 um
* Fmax at 103 MHz
* Max-Cap Viols at 0
* Reg2Reg Depth at 4
* Pre-CTS setup slack at 19.11 ns
* Chip Width at 259 um
* Synth-to-layout area growth at 9.86%
metal layers:
metal | part of all wire (%) | GRT usage [%] | vias to the layer above
met5 | 0 | 0 | -
met2 | 45 | 41.7 | 1027
met4 | 3.1 | 7.89 | 0
met3 | 9.4 | 9.35 | 162
li1 | - | - | 11900
met1 | 43 | 46.0 | 11700
power by group:
group | leakage, nW | switching (mW) | internal (mW)
combinational | 7.41 | 0.369 | 0.413
sequential | 4.99 | 0.308 | 1.03
clock | 0.846 | 0.313 | 0.394
total | 13.2 | 0.990 | 1.84
state kept, by name, summed over array words and instances (netlist names):
register              flops
mydatapath.share_a.X     64
mydatapath.share_a.Y     64
mykeysch_b.KX            64
counter                   8
mykeysch_a.KY            64
Done                      1
mykeysch_a.KX            64
mydatapath.share_b.X     64
Trig                      1
mykeysch_b.KY            64
mydatapath.share_b.Y     64
worst max-delay path: cells and delay by family (launching register included):
| family | cells | cell delay (ns) |
|---|---|---|
| fa+ha+maj | 1 | 0.25 |
| simple gates | 3 | 0.79 |
| flops | 1 | 0.71 |
| buf+inv | 3 | 1.32 |
| compound gates | 1 | 0.15 |
cell families after synthesis:
family	Yosys count	share of synthesized area (%)
AND-OR/OR-AND	421	6.67
XOR/XNOR	898	23.8
adder cells (fa/ha/maj)	5	0.190
buffers and inverters	307	3.63
flip-flops	522	47.2
multiplexers	3	0.0910
AND/OR/NAND/NOR	1588	18.4
cell type report:
type	instances	area, um2
inverters	6	22.5
fillers	5513	28600
repair buffers	164	1570
flip-flops and latches	522	15600
multi-input cells	2915	16300
clock inverters	28	146
clock buffers	76	1580
well taps	855	1070
layout by cell type, fill, tap and decap left out, drive strengths merged, types with 6 or more instances in the layout:
cell	instances
a21oi	195
a32o	6
buf	31
clkbuf	76
clkdlybuf4s50	133
clkinv	26
dfxtp	10
edfxtp	512
inv	6
nand2	1228
nor2	323
o21ai	204
xnor2	704
xor2	194
how the worst min path moves through the flow:
stage	end	slack [ns]	cells past startpoint
CTS	mykeysch_b.KY[15]$_DFFE_PP_	0.62	2
global route	mykeysch_b.KY[15]$_DFFE_PP_	0.65	2
finish	mykeysch_b.KY[59]$_DFFE_PP_	0.61	2
No activity file was given, so power comes from the tool's default toggle rates.
