==> design/flow/run.sh <==
#!/bin/bash
# OpenROAD 26Q1-2900-gdf79404cd8, Yosys 0.63+post, stock flow scripts
make -C /OpenROAD-flow-scripts/flow DESIGN_CONFIG=/design/flow/config.mk WORK_HOME=/design/flow/orfs finish
==> design/flow/config.mk <==
export PLATFORM = sky130hd
export DESIGN_NAME = bitSpeck128_128_hierarchy_carry_sharing
export DESIGN_NICKNAME = bitSpeck128_128_hierarchy_carry_sharing
export VERILOG_FILES = /design/flow/design.v
export SDC_FILE = /design/flow/constraint.sdc
export NUM_CORES = 4
export LEC_CHECK = 1
export CORE_UTILIZATION = 50
==> design/flow/constraint.sdc <==
current_design bitSpeck128_128_hierarchy_carry_sharing

set clk_period 24.0
set clk_io_pct 0.2

create_clock -name clk0 -period $clk_period [get_ports {clk}]

set non_clock_inputs [all_inputs -no_clocks]
set_input_delay [expr $clk_period * $clk_io_pct] -clock clk0 $non_clock_inputs
set_output_delay [expr $clk_period * $clk_io_pct] -clock clk0 [all_outputs]
==> design/flow/design.v <==
`timescale 1ns / 1ps
module bitSpeck128_128_hierarchy_carry_sharing(		
		input clk,
		input data_ina, data_inb, data_inc,
		input k_data_ina, k_data_inb, k_data_inc,
		input carry_init_a,carry_init_b,carry_init_c,
		input we, Start,
		output [1:0] cipher_out1, cipher_out2, cipher_out3,
		output rndlessthan32);
reg [5:0] roundcnt;
reg [5:0] shiftcnt;
wire shiftlessthan8, shiftlessthan3, rnd0;
assign shiftlessthan8 = (shiftcnt < 8);
assign shiftlessthan3 = (shiftcnt < 3);
assign rndlessthan32 = (roundcnt < 32);
assign rnd0 =roundcnt[0];
wire rc;
assign rc = (shiftcnt == 6'd0) ? roundcnt[0]: 
					((shiftcnt == 6'd1) ? roundcnt[1]: 
					 ((shiftcnt == 6'd2) ? roundcnt[2]:
						((shiftcnt == 6'd3) ? roundcnt[3]:
						 ((shiftcnt == 6'd4) ? roundcnt[4]:
						  ((shiftcnt == 6'd5) ? roundcnt[5] : 1'b0)))));
assign EN = (rndlessthan32) && (shiftcnt != 6'd63)  && (Start);
always @(posedge clk) begin  
   if (~Start) begin		 
		roundcnt <= 6'd0;
		shiftcnt <= 6'd0;
	end
	else begin  
		if (rndlessthan32) begin
			shiftcnt <= shiftcnt + 1;
			if(~EN) begin
				roundcnt <= roundcnt + 1;
			end	
		end
	end	 
end
wire X_m1, X_m2, X_m3, Y_m1, Y_m2, Y_m3, C_m1, C_m2, C_m3;
wire K_X_m1, K_X_m2, K_X_m3, K_Y_m1, K_Y_m2, K_Y_m3, K_C_m1, K_C_m2, K_C_m3;
wire share_out1, share_out2, share_out3; 
wire share_out11, share_out22, share_out33; 
share datapath1(clk, we, Start, EN,data_ina,  shiftlessthan8, shiftlessthan3, rndlessthan32, 
						rnd0, K_Y_m1, X_m2, Y_m2, C_m2, carry_init_a, X_m1, Y_m1, C_m1, share_out1, share_out11);
share datapath2(clk, we, Start, EN,data_inb,  shiftlessthan8, shiftlessthan3, rndlessthan32, 
						rnd0, K_Y_m2, X_m3, Y_m3, C_m3, carry_init_b, X_m2, Y_m2, C_m2, share_out2, share_out22);
share datapath3(clk, we, Start, EN,data_inc,  shiftlessthan8, shiftlessthan3, rndlessthan32, 
						rnd0, K_Y_m3, X_m1, Y_m1, C_m1, carry_init_c, X_m3, Y_m3, C_m3, share_out3, share_out33);
key_share keysch1(clk, we, Start, EN,k_data_ina, shiftlessthan8, shiftlessthan3, 
						rndlessthan32, rnd0, rc, K_X_m2, K_Y_m2, K_C_m2, K_X_m1, K_Y_m1, K_C_m1);
key_share keysch2(clk, we, Start, EN,k_data_inb,  shiftlessthan8, shiftlessthan3, 
						rndlessthan32, rnd0, 1'b0, K_X_m3, K_Y_m3, K_C_m3, K_X_m2, K_Y_m2, K_C_m2);
key_share keysch3(clk, we, Start, EN,k_data_inc,  shiftlessthan8, shiftlessthan3, 
						rndlessthan32, rnd0, 1'b0, K_X_m1, K_Y_m1, K_C_m1, K_X_m3, K_Y_m3, K_C_m3);
assign cipher_out1 = {share_out1, share_out11};
assign cipher_out2 = {share_out2, share_out22};
assign cipher_out3 = {share_out3, share_out33};
endmodule
module share(
       input clk, we, Start, EN,
		 input share_in,
		 input shiftlessthan8, shiftlessthan3, rndlessthan32,rnd0,
		 input keybit,
		 input Xbit_else, Ybit_else, carry_else, carry_init,
		 output wire Xbit_mine, Ybit_mine, carry_mine, 
		 output wire share_out_x, share_out_y);
wire X_out, Y_out;
wire X_carry;
reg [55:0] X_63_8;
reg [7:0] X_7_0;
assign X_carry = (shiftlessthan8) ? X_7_0[0] : X_out;
wire Y_carry_even, Y_carry_odd, Y_carry_60_0, Y_carry;
reg [60:0] Y_60_0;
reg [2:0]  Y_63_61_even, Y_63_61_odd;
assign Y_carry_even = rnd0 ? Y_out : Y_60_0[0];  
assign Y_carry_odd  = rnd0 ? Y_60_0[0] : Y_out;
assign Y_carry      = rnd0 ? Y_63_61_odd[0]: Y_63_61_even[0];
assign Y_carry_60_0 = rnd0 ? ((shiftlessthan3) ? Y_63_61_odd[0]  : Y_63_61_even[0]): 
												 ((shiftlessthan3) ? Y_63_61_even[0] :  Y_63_61_odd[0]);
assign Xbit_mine = X_63_8[0];
assign Ybit_mine = Y_60_0[0];
always @ (posedge clk) begin
	if (we) begin
		{X_63_8, X_7_0, Y_63_61_even, Y_60_0} <= {share_in, X_63_8, X_7_0, Y_63_61_even, Y_60_0[60:1]}; 
	end
	else if (Start) begin
		if (rndlessthan32) begin
			if (shiftlessthan8) begin
				X_7_0 <= {X_out, X_7_0[7:1]};
			end
			X_63_8 <= {X_carry, X_63_8[55:1]};
			Y_60_0       <= {Y_carry_60_0, Y_60_0[60:1]};
			Y_63_61_even <= {Y_carry_even, Y_63_61_even[2:1]};
			Y_63_61_odd  <= {Y_carry_odd,  Y_63_61_odd[2:1]};
		end
		else begin
			{X_63_8, X_7_0} <= {1'b0, X_63_8, X_7_0[7:1]}; 
			{Y_63_61_even, Y_60_0} <= {1'b0, Y_63_61_even, Y_60_0[60:1]}; 
		end
	end
end
assign share_out_x = X_7_0[0];
assign share_out_y = Y_60_0[0];
share_roundTI myRound(clk, EN, keybit, Xbit_mine, Ybit_mine, Y_carry, Xbit_else, Ybit_else, carry_else, carry_init, X_out, Y_out, carry_mine);
endmodule
module share_roundTI(
		input clk, EN,
		input keybit, Xbit, Ybit1, Ybit2,
		input Xbit_else, Ybit_else, carry_else, carry_init,
		output X_out, Y_out,
		output reg carry);
assign X_out = carry ^ Xbit ^ Ybit1 ^ keybit;
assign Y_out = X_out ^ Ybit2;
always @(posedge clk) begin
	if(~EN) begin
		carry <= carry_init;
	end
	else begin
		carry <= (Xbit && carry) ^ (Xbit && carry_else) ^ (Xbit_else && carry) 
				  ^ (Xbit && Ybit1) ^ (Xbit && Ybit_else) ^ (Xbit_else && Ybit1)  
				  ^ (Ybit1 && carry) ^ (Ybit1 && carry_else) ^ (Ybit_else && carry);
	end
end
endmodule
module key_share(
       input clk, we, Start, EN,
		 input share_in,
		 input shiftlessthan8, shiftlessthan3, rndlessthan32,rnd0,
		 input keybit,
		 input Xbit_else, Ybit_else, carry_else,
		 output wire Xbit_mine, Ybit_mine, carry_mine);	 
wire X_out, Y_out;
wire X_carry;
reg [55:0] X_63_8;
reg [7:0] X_7_0;
assign X_carry = (shiftlessthan8) ? X_7_0[0] : X_out;
wire Y_carry_even, Y_carry_odd, Y_carry_60_0, Y_carry;
reg [60:0] Y_60_0;
reg [2:0]  Y_63_61_even, Y_63_61_odd;
assign Y_carry_even = rnd0 ? Y_out : Y_60_0[0];  
assign Y_carry_odd  = rnd0 ? Y_60_0[0] : Y_out;
assign Y_carry      = rnd0 ? Y_63_61_odd[0]: Y_63_61_even[0];
assign Y_carry_60_0 = rnd0 ? ((shiftlessthan3) ? Y_63_61_odd[0]  : Y_63_61_even[0]): 
												 ((shiftlessthan3) ? Y_63_61_even[0] :  Y_63_61_odd[0]);
assign Xbit_mine = X_63_8[0];
assign Ybit_mine = Y_60_0[0];
always @ (posedge clk) begin
	if (we) begin
		{X_63_8, X_7_0, Y_63_61_even, Y_60_0} <= {share_in, X_63_8, X_7_0, Y_63_61_even, Y_60_0[60:1]}; 
	end
	else if (Start) begin
		if (rndlessthan32) begin
			if (shiftlessthan8) begin
				X_7_0 <= {X_out, X_7_0[7:1]};
			end
			X_63_8 <= {X_carry, X_63_8[55:1]};
			Y_60_0       <= {Y_carry_60_0, Y_60_0[60:1]};
			Y_63_61_even <= {Y_carry_even, Y_63_61_even[2:1]};
			Y_63_61_odd  <= {Y_carry_odd,  Y_63_61_odd[2:1]};
		end
	end
end
key_share_roundTI myRound(clk, EN, keybit, Xbit_mine, Ybit_mine, Y_carry, Xbit_else, Ybit_else, carry_else, X_out, Y_out, carry_mine);
endmodule
module key_share_roundTI(
		input clk, EN,
		input keybit, Xbit, Ybit1, Ybit2,
		input Xbit_else, Ybit_else, carry_else,
		output X_out, Y_out,
		output reg carry);
assign X_out = carry ^ Xbit ^ Ybit1 ^ keybit;
assign Y_out = X_out ^ Ybit2;
always @(posedge clk) begin
	if(~EN) begin
		carry <= 1'b0;
	end
	else begin
		carry <= (Xbit && carry) ^ (Xbit && carry_else) ^ (Xbit_else && carry) 
				  ^ (Xbit && Ybit1) ^ (Xbit && Ybit_else) ^ (Xbit_else && Ybit1)  
				  ^ (Ybit1 && carry) ^ (Ybit1 && carry_else) ^ (Ybit_else && carry);
	end
end
endmodule
==> flow_summary_export.csv <==
group,metric,value,unit
yosys,yosys-stat-cells,1122,
cts,cts_tree,"yes",
critical_path,critPathRequiredTime,24.21,ns
final_timing,final_max_slew_viol_count,0,
job,tool_warnings,30,
power_and_ir_drop,p_sw,0.6219,mW
final_timing,finalClockPeriodUsage,34.37,%
die,rows,83,
route,initialDrtViolationCount,635,
final_timing,skew,0.01665,ns
min_path,min_from,"keysch1.Y_60_0[18]",
die,die-area,53180,um^2
power_and_ir_drop,power_frac_comb,4.8,%
final_timing,setup_ws,15.75,ns
die,fp_util,50.73,%
placed_design,place_ws,15.05,ns
yosys,ys_seq_elements,804,
global_routing,grt_pass1_wl,50050,um
cells_and_area,finalNonFillerCells,1939,
cells_and_area,drive_above_1_share,10.33,%
job,drv_cap,0,
power_and_ir_drop,clockPowerShare,37.4,%
final_timing,tightest_slew,0.8428,ns
final_timing,slew_headroom,43.38,%
critical_path,crit_start,"Start",
final_timing,setup_tns,0,ns
cts,clock_latency,0.59,ns
cts,cts-root-buf,"clkbuf_16",
cells_and_area,lay_top_cells,"edfxtp_1 (786), clkbuf_16 (81), nand2_1 (48)",
yosys,synth-edff-count,786,
yosys,async_flop_share,0,%
run_status,status,"complete, no violations",
power_and_ir_drop,p_leak,10.32,nW
cells_and_area,lay_top_count,"edfxtp_1",
placed_design,portBuffers,18,
cts,ctsResizeCount,0,
placed_design,dp_cells,1804,
critical_path,path_class,"input port to flip-flop",
yosys,yosysSeqAreaShare,91.71,%
critical_path,critPathLaunchType,"input port",
yosys,syn_avg_cell_area,23.29,um^2
route,drc_errors,0,
die,core-area,51510,um^2
power_and_ir_drop,ir_drop,0.07589,mV
power_and_ir_drop,intPower,2.518,mW
route,antenna_left,0,
critical_path,crit_arrival,8.46,ns
die,io_pins,19,
final_timing,rsz0062_at_grt,"false",
route,routedWlPerCell,15.63,um
yosys,syn_area,26130,um^2
final_timing,finalHoldViolCount,0,
cts,htreeDepth,3,
cts,post_cts_buffers,0,
critical_path,end_kind,"flip-flop",
global_routing,grt_pass1_vias,9672,
cts,cts_inserted_buffers,78,
cells_and_area,syn2layout_area_growth,13.26,%
global_routing,antenna_found_initial,0,
yosys,dominantRegCellSynth,"edfxtp_1",
global_routing,gr-usage-all-layers,13.43,%
cts,cts.clk_slew.worst_paths,0.06,ns
global_routing,overflow,0,
die,die_x,230.6,um
power_and_ir_drop,pwr-share-seq,57.8,%
global_routing,grt_start_max_net_pins,152,
placed_design,gp_congestion,0.7755,
route,vias_per_cell,4.963,
die,die.size.y,230.6,um
route,vias,9623,
power_and_ir_drop,swShare,19.80,%
yosys,ys_types,56,
cells_and_area,fillers,3691,
yosys,synth_warnings,6,
route,totalWireLength,30300,um
power_and_ir_drop,powerDensity,106.1,nW/um^2
critical_path,r2r-start,"roundcnt[5]",
cts,clock-sinks,804,
cts,cts_buffer_depth,3,
route,drt_first_pass_iters,4,
route,diodes,0,
cts,ctsHoldBuffers,0,
min_path,hold_class,"flip-flop to flip-flop",
critical_path,critPathMaxFanout,70,
yosys,syn_inst,1122,
final_timing,fmax,0.1212,GHz
final_timing,setup-violations-final,0,
placed_design,dp_hpwl,14320,um
final_timing,period_needed,8.249,ns
yosys,ys_chip_area,26130,um^2
==> flip-flops by register name (all words and copies together) (netlist names), 8 cells and up <==
register / flops
keysch2.Y_60_0: 61
keysch2.X_63_8: 56
datapath2.X_7_0: 8
datapath3.X_7_0: 8
keysch3.X_63_8: 56
keysch1.Y_60_0: 61
keysch2.X_7_0: 8
datapath3.X_63_8: 56
datapath2.X_63_8: 56
datapath1.X_7_0: 8
keysch3.Y_60_0: 61
keysch1.X_7_0: 8
datapath1.Y_60_0: 61
datapath1.X_63_8: 56
keysch1.X_63_8: 56
datapath3.Y_60_0: 61
datapath2.Y_60_0: 61
keysch3.X_7_0: 8
==> per-layer routing <==
metal	routed length [um]	part of all wire [%]	up-vias	global-route usage (%)
li1	-	-	4543	-
met3	4088	13	54	8.754
met1	14440	48	4706	27.08
met4	712	2.3	0	3.125
met2	11060	36	320	14.17
met5	0	0	-	0
==> worst max-delay path: stages <==
cell and delay, ns:
clkdlybuf4s50_1 0.82, or2_4 0.62, buf_4 0.67, buf_4 0.76, buf_4 0.70
==> cell families (layout without fill, tap and decap cells) <==
logic type / count (synthesis) / in the layout / synth area share [%]
buf+inv: 39 / 176 / 0.7661
xor+xnor: 64 / 64 / 2.145
flops: 804 / 804 / 91.71
compound gates: 70 / 70 / 1.762
mux: 18 / 18 / 0.7709
fa+ha+maj: 11 / 11 / 0.5267
simple gates: 116 / 116 / 2.322
==> synth_stat cells (2+ instances only) <==
library cell	count	area share, %
a22o_1	3	0.10
dfxtp_1	18	1.4
xnor2_1	39	1.3
o31ai_1	2	0.057
or2_2	3	0.072
nand2b_1	4	0.096
nor3_1	5	0.096
a21oi_1	6	0.11
nand3b_1	4	0.11
a211o_1	5	0.17
xor2_1	25	0.84
a21o_1	2	0.057
o21ai_0	29	0.56
buf_2	9	0.17
clkbuf_1	7	0.10
a21boi_0	2	0.057
and2_1	8	0.19
edfxtp_1	786	90
inv_1	11	0.16
a31oi_1	2	0.048
buf_4	7	0.20
mux2_4	3	0.17
a211oi_1	5	0.14
mux2i_1	10	0.38
and4b_1	2	0.077
buf_1	2	0.029
nor2_1	13	0.19
or3_1	2	0.048
o22ai_1	2	0.048
ha_1	11	0.53
buf_6	2	0.086
nand3_1	5	0.096
or3b_2	2	0.067
nand2_1	48	0.69
o211ai_1	3	0.086
nor2b_1	9	0.22
mux2_2	5	0.22
nand4b_1	3	0.10
==> metrics by stage <==
step / util (%) / power [mW] / instance area (um^2) / hold slack, ns
after CTS: 57.45 / 3.190 / 29590 / 0.3996
after detailed placement: 52.64 / 1.991 / 27110 / 0.4045
after global routing: 57.45 / 3.279 / 29590 / 0.4144
after floorplan: - / 1.946 / 26130 / 0.4003
final: 57.45 / 3.140 / 29590 / 0.4059
after global placement: 52.64 / 1.992 / 27110 / 0.4006
==> power by group through the flow <==
stage,combinational [mW],sequential [mW],clock [mW]
global route,0.171,1.84,1.27
CTS,0.153,1.82,1.22
finish,0.152,1.81,1.17
==> worst paths after layout <==
check / end / slack [ns] / depth (start not counted)
worst min register to register: keysch1.Y_60_0[17] / 0.41 / 0
worst min-delay path: keysch1.Y_60_0[17] / 0.41 / 0
worst max-delay path: datapath3.Y_60_0[15] / 15.75 / 5
worst max register to register: keysch2.Y_60_0[19] / 21.07 / 4
==> final cells by class <==
type	instances	area, um^2	share of cell area (%)
clock buffers	96	2103	7.107
clock inverters	39	377.9	1.277
inverters	11	41.29	0.1395
multi-input cells	279	1976	6.676
flip-flops and latches	804	23960	80.97
well taps	680	850.8	2.875
repair buffers	30	282.8	0.9555
Power and IR drop assume default switching activity.
